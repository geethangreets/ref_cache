File: ./design.v
`timescale 1ns / 1ps
module geet_fifo_almost_full(
	clk,
    reset,
	wr_en, 
	rd_en, 
	d_in, 
	d_out, 
	empty, 
	almost_full,
	program_full,
	full
);
    parameter FIFO_DATA_WIDTH = 32;
    parameter LOG2_FIFO_DEPTH = 6;
    input clk;
    input reset;
    input wr_en;		 
	input rd_en;		 
    input  [FIFO_DATA_WIDTH-1:0] d_in;
    output reg [FIFO_DATA_WIDTH-1:0] d_out;
    output reg full;
    output reg almost_full;
    output reg program_full;
    output reg empty;
    reg                       wr_en_d;		 
    reg [LOG2_FIFO_DEPTH-1:0] wr_pointer;			 
    reg [LOG2_FIFO_DEPTH-1:0] rd_pointer;
    reg [LOG2_FIFO_DEPTH-1:0] rd_pointer2;
    reg [FIFO_DATA_WIDTH-1:0] internal [(1<<LOG2_FIFO_DEPTH)-1:0];
    wire [LOG2_FIFO_DEPTH-1:0] occupancy;
    wire [LOG2_FIFO_DEPTH-1:0] next_rd_pointer = rd_pointer + 1'b1;
    wire [LOG2_FIFO_DEPTH-1:0] next_wr_pointer = wr_pointer + 1'b1;
    assign occupancy = (wr_pointer>rd_pointer ) ? (wr_pointer-rd_pointer) : ((1<<LOG2_FIFO_DEPTH) - (wr_pointer-rd_pointer));
always@(*) begin
   rd_pointer2 = rd_pointer;
   if(rd_en) begin
      rd_pointer2 = next_rd_pointer;
   end
end
always@(posedge clk) begin 
    if (reset) begin
      empty <= 1;
      rd_pointer <= 0;
    end
    else begin
         case({wr_en_d,rd_en})
            2'b10: begin
               if(!full) begin
                  empty <= 0;
               end
            end
            2'b01: begin
               if(!empty) begin
                  rd_pointer <= next_rd_pointer;
                  if((next_rd_pointer) == wr_pointer) begin
                     empty <= 1;
                  end
               end
            end
            2'b11: begin    
               rd_pointer <= next_rd_pointer;
               if((next_rd_pointer) == wr_pointer) begin
                  empty <= 1;
               end
            end
         endcase
    end
end
always@(posedge clk) begin    
    if (reset) begin
      full <= 0;
      wr_pointer <= 0;
      almost_full <= 0;
      program_full <= 0;
   end
   else begin
      case({wr_en,rd_en})
            2'b10: begin
               if(!full) begin
                  wr_pointer <= next_wr_pointer;
                  if((next_wr_pointer) == rd_pointer) begin
                     full <= 1;
                  end
                  if(next_wr_pointer + 1'b1 == rd_pointer) begin
                     almost_full <= 1;
                  end
                  if(next_wr_pointer + 2'd2 == rd_pointer) begin
                     program_full <= 1;
                  end
               end
            end
            2'b01: begin
               if(!empty) begin
                  full <= 0;
                  if((next_wr_pointer) == rd_pointer) begin
                     almost_full <= 0;
                  end
                  if((next_wr_pointer+ 1'b1) == rd_pointer) begin
                     program_full <= 0;
                  end
               end
            end
            2'b11: begin    
                wr_pointer <= next_wr_pointer;
            end
        endcase
    end
end
always@(posedge clk) begin
   if((wr_en ) ) begin
      internal[wr_pointer] <= d_in;
   end
   d_out <= internal[rd_pointer2];
end
always@(posedge clk) begin
   wr_en_d <= wr_en; 
end
// synthesis translate_off
always@(posedge clk) begin
	if(full & wr_en) begin
		$display("%d write when full %m",$time);
		$stop;
	end
	if(empty & rd_en) begin
		$display("%d read when empty %m",$time);
		$stop;
	end
end
// synthesis translate_on
endmodule
File: ./run.sh
#!/bin/bash
# OpenROAD 26Q1-2900-gdf79404cd8, Yosys 0.63+post, stock flow scripts
make -C /OpenROAD-flow-scripts/flow DESIGN_CONFIG=/design/flow/config.mk WORK_HOME=/design/flow/orfs finish
File: ./config.mk
export PLATFORM = sky130hd
export DESIGN_NAME = geet_fifo_almost_full
export DESIGN_NICKNAME = geet_fifo_almost_full
export VERILOG_FILES = /design/flow/design.v
export SDC_FILE = /design/flow/constraint.sdc
export NUM_CORES = 4
export LEC_CHECK = 1
export CORE_UTILIZATION = 30
File: ./constraint.sdc
current_design geet_fifo_almost_full

set clk_period 40.7
set clk_io_pct 0.2

create_clock -name clk0 -period $clk_period [get_ports {clk}]

set non_clock_inputs [all_inputs -no_clocks]
set_input_delay [expr $clk_period * $clk_io_pct] -clock clk0 $non_clock_inputs
set_output_delay [expr $clk_period * $clk_io_pct] -clock clk0 [all_outputs]
==> reports/results.ini <==
[clocking]
h-tree-depth=4
clk_transition_reported_paths_ns=0.07
numCtsBuffers=218
clockRootBuffer=clkbuf_16
clkLatencyLatePin_ns=0.90
postCtsHoldBufs=0
cts_setup_buffers=0
clock-sinks=2097
cts_tree=built
cts_resized=0
clk_path_buf_depth=3

[route]
wire_per_inst_um=28.9
dr.pass1.iters=5
vias=52005
via_per_inst=5.38
post-route-drc-count=0
routed_wirelength_mm=280
drt-initial-drc-count=2875
ant_nets=0

[job]
warnings=30
drv_cap=0

[cells_and_area]
finalNonFillerCells=9668
fin_util_pct=34.5
nFillCells=29569
area_growth_pct=14.0
drive_above_1_share_pct=29.0

[sta]
slew_headroom_pct=6.64
worst_slew_pin_slew_ns=1.39
max_freq_mhz=66.7
finalWorstSetupSlack_ns=25.71
hold_violations=0
setup_tns_ns=0
setup_viol=0
finalClockSkew_ns=0.0534
drv_slew=0
finalCritPeriodShare_pct=36.8
min_period_ns=14.99
rsz0062_at_grt=no

[floorplan]
fp.dieH_um=572
rows=208
design.core.area_um2=322000
dieWidth_um=572
fp_util_pct=30.2
io_pins=72
dieArea_um2=327000

[power_and_ir_drop]
ir_worst_vdd_mv=0.0496
leakagePower_nw=33.4
power_density_nw_per_um2=43.2

[global_routing]
grt_pass1_wl_mm=402
grt_max_degree=129
use_met3_pct=15.4
grt_pass1_vias=57791
grt_usage_pct=18.5
antenna_found_initial=8
gr-usage-met1_pct=20.1
busiest_layer=met2
use_met2_pct=27.3
overflow=0

[placed_design]
port_buffers=71
dp_hpwl_mm=163
routabilityCongestion=0.846
dpl_worst_slack_ns=24.75
place_inst=9259

[worst_setup_path]
worst_ep_arrival_time_ns=15.71
r2r_slack_ns=32.35
worst_setup_path_end_kind=register
cp-start-kind=input pin
required_ns=41.42
critPathKind=in -> reg
rr_endpoint=d_out[15]
cp_common_cell=buf_4
rr_worst_depth=14
max_stage_delay_ns=1.14
worstReg2RegStart=rd_pointer[1]
crit_path_top_delay_cell=nor4_1
critical_path.max_fanout=128
path_cells=buf_8 -> and3b_1 -> or2_4 -> buf_4 -> buf_4 -> buf_4 -> buf_4 -> buf_12 -> buf_4 -> mux4_2 -> mux2i_1 -> o22ai_1 -> nor4_1 -> a21oi_1

[worst_hold_path]
hold_depth=2
hold_end=program_full
min_from=program_full
hp-class=reg -> reg

[synth]
edf_count=2048
flop_cell=edfxtp_1
ys_cells=5002
ys.flops=2097
syn-instance-count=5002
syn-cell-area_um2=97400
ys_area_um2=97400
ys_seq_share_pct=64.2
syn_avg_cell_area_um2=19.5
async_reset_ff_share_pct=0
yosysWarnings=2
yosys.cell_types.count=62

[run_status]
status=finished clean

==> stage by stage <==
stage | hold slack (ns) | total power [mW] | area, um^2
3_5_place_dp | 0.511 | 2.90 | 104000
6_report | 0.522 | 4.80 | 111000
3_3_place_gp | 0.527 | 2.90 | 104000
4_1_cts | 0.525 | 4.84 | 111000
5_1_grt | 0.548 | 4.95 | 111000
2_1_floorplan | 0.468 | 2.75 | 97400
==> worst max-delay path: cells and delay by family <==
family | cells | cell delay [ns]
AND-OR/OR-AND | 2 | 0.25
buffers and inverters | 7 | 4.42
multiplexers | 2 | 0.56
AND/OR/NAND/NOR | 3 | 1.98
==> layout make-up <==
type	count	area, um^2	share of cell area [%]
clock inverters	116	1100	0.993
multi-input cells	2511	33500	30.2
inverters	7	33.8	0.0304
flip-flops and latches	2097	62500	56.3
repair buffers	339	2640	2.38
well taps	4305	5390	4.85
clock buffers	289	5830	5.26
diodes	4	10.0	0.00902
==> cells by family (layout without fill, tap and decap cells) <==
logic type,after synthesis,in the layout,synth area share [%]
buffers and inverters,394,751,2.01
flip-flops,2097,2097,64.2
AND/OR/NAND/NOR,375,375,1.82
multiplexers,1769,1769,29.3
adder cells (fa/ha/maj),4,4,0.0514
AND-OR/OR-AND,325,325,2.26
other,0,4,0
XOR/XNOR,38,38,0.369
==> worst max-delay path by stage <==
stage / slack [ns] / from / end
finish: 25.71 / rd_en / d_out[15]
CTS: 25.71 / rd_en / d_out[31]
global route: 25.48 / rd_en / d_out[31]
==> synthesized netlist by cell type (6+ instances only) <==
cell type  number  area [um^2]
nor2b_1        21          131
or3_1           6         37.5
nor3_1         38          190
and2_1          7         43.8
nor2_1        180          676
a21oi_1        45          225
xor2_1         21          184
nand3_1        22          110
o221ai_1       59          517
a211oi_1       32          240
nor4_1         35          219
mux4_2        867        19500
edfxtp_1     2048        61500
buf_4          16          120
inv_1           6         22.5
o22ai_1       150          938
nand2_1        38          143
buf_1           7         26.3
buf_6           9          101
clkbuf_1       77          289
mux2i_1       897         8980
buf_2         277         1390
xnor2_1        15          131
o21ai_0        12         60.1
dfxtp_1        49          981
==> power breakdown <==
group / switching, mW / leakage [nW] / internal (mW)
sequential: 0.0172 / 18.8 / 2.38
combinational: 0.233 / 11.2 / 0.211
clock: 0.841 / 3.36 / 1.11
total: 1.09 / 33.4 / 3.71
==> per-layer routing <==
metal | wire length [um] | vias to the layer above
li1 | - | 21717
met2 | 129000 | 3237
met5 | 156 | -
met1 | 89800 | 26601
met3 | 51200 | 441
met4 | 9370 | 9
==> flip-flops by register name, summed over array words and instances (netlist names) <==
| register | flops |
|---|---|
| almost_full | 1 |
| program_full | 1 |
| wr_en_d | 1 |
| internal | 2048 |
| rd_pointer | 6 |
| empty | 1 |
| wr_pointer | 6 |
| d_out | 32 |
| full | 1 |
==> placed cells by master, fill, tap and decap left out, types with 14 or more instances in the layout <==
cell type / n
mux4_2: 867
nand3_1: 20
edfxtp_1: 2048
clkbuf_16: 220
mux2i_1: 897
dfxtp_1: 47
bufinv_16: 17
o22ai_1: 150
nor2_1: 118
nor2_4: 62
nand2_1: 38
a211oi_1: 32
buf_2: 32
buf_4: 262
clkdlybuf4s50_1: 38
a21oi_1: 45
nor3_1: 36
clkinv_2: 27
xnor2_1: 14
nor4_1: 34
clkinv_1: 50
o221ai_1: 59
xor2_1: 20
clkbuf_1: 62
nor2b_1: 21
Power and IR drop assume default switching activity.
